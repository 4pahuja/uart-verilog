## /design/flow/run.sh

```bash
#!/bin/bash
# OpenROAD 26Q1-2900-gdf79404cd8, Yosys 0.63+post, stock flow scripts
make -C /OpenROAD-flow-scripts/flow DESIGN_CONFIG=/design/flow/config.mk WORK_HOME=/design/flow/orfs finish
```

## /design/flow/config.mk

```make
export PLATFORM = sky130hd
export DESIGN_NAME = uart_tx
export DESIGN_NICKNAME = uart_tx
export VERILOG_FILES = /design/flow/design.v
export SDC_FILE = /design/flow/constraint.sdc
export NUM_CORES = 4
export LEC_CHECK = 1
export CORE_AREA = 10 10 94 94
export DIE_AREA = 0 0 104 104
```

## /design/flow/constraint.sdc

```tcl
current_design uart_tx

set clk_period 3.0
set clk_io_pct 0.2

create_clock -name clk0 -period $clk_period [get_ports {clk_3125}]

set non_clock_inputs [all_inputs -no_clocks]
set_input_delay [expr $clk_period * $clk_io_pct] -clock clk0 $non_clock_inputs
set_output_delay [expr $clk_period * $clk_io_pct] -clock clk0 [all_outputs]
```

## /design/flow/design.v

```verilog
module uart_tx(
    input clk_3125,
    input parity_type, 
    input tx_start,
    input [7:0] data,
    output reg tx, 
    output reg tx_done
);
parameter IDLE = 1'b1;  
parameter START_BIT = 1'b0; 
parameter STOP_BIT = 1'b1;  
parameter DATA_BITS = 8;    
parameter CLK_CYCLES_PER_BIT = 13; 
reg [3:0] bit_count = 0;   
reg [3:0] clk_count = 0;   
reg parity_bit;            
reg transmitting;          
initial begin
    tx = IDLE;        
    tx_done = 0;      
    transmitting = 0; 
end
always @(posedge clk_3125) begin
        tx_done<=0;
    if (tx_start) begin
	      tx = START_BIT;        
        transmitting <= 1;
        bit_count <= 0;         
        clk_count <= 0;                  
        parity_bit <= parity_type ? ~^data : ^data;  
        tx_done <= 0;
    end
    else if (transmitting) begin
        if (clk_count < CLK_CYCLES_PER_BIT) begin
            clk_count <= clk_count + 1;
			if(bit_count==4'd10 && clk_count==12) begin
				tx_done <= 1;   end        
				if(bit_count==4'd11) begin
				tx <=IDLE;
			   transmitting <= 0;      
				clk_count<= 14; end
        end
        else begin
            clk_count <= 0;
            case (bit_count)
                4'd0: tx <= data[7]; 
                4'd1: tx <= data[6]; 
                4'd2: tx <= data[5]; 
                4'd3: tx <= data[4]; 
                4'd4: tx <= data[3]; 
                4'd5: tx <= data[2]; 
                4'd6: tx <= data[1]; 
                4'd7: tx <= data[0]; 
                4'd8: tx <= parity_bit;
                4'd9: tx <= STOP_BIT;  
            endcase
				 bit_count <= bit_count + 1;
        end
    end
end
endmodule
```

==> tab_implementation.tex <==
% Auto-generated results table
\begin{tabular}{lr}
\hline
Metric & Value \\
\hline
\multicolumn{2}{l}{\textbf{Run status}} \\
\quad Run status & finished, final reports clean \\
\multicolumn{2}{l}{\textbf{Route}} \\
\quad ANT cells & 0 \\
\quad Post-DR vias/cell & about 3.3 \\
\quad Initial detailed-routing violation count & 14 \\
\quad Routed wire length per instance & slightly above 8 um \\
\quad Count of unresolved DRC violations after routing & 0 \\
\quad Overall via count from detail\_route & 673 \\
\quad Wirelength, routed & between 1500 and 2000 um \\
\quad Number of detailed-route iterations in the first pass & 4 \\
\quad Post-detailed-route count of antenna-violating nets & 0 \\
\multicolumn{2}{l}{\textbf{Synth}} \\
\quad Main logic family after synthesis & AND-OR/OR-AND gates \\
\quad Count of yosys warnings during synthesis & 1 \\
\quad Share of the yosys chip area belonging to registers & 0.312 \\
\quad Synth Area per Inst & 8.53 um2 \\
\quad Summed instance area of the synthesized netlist & approximately 800 um2 \\
\quad Ys cells & $\sim$94 \\
\quad Number of flip-flops and latches in the synthesized netlist & 12 \\
\quad Yosys synthesis chip area & about 800 um2 \\
\quad Simple-Gate Fraction of Synth Area & 0.176 \\
\quad Adder-cell share of the synthesized area & 0.109 \\
\quad Area fraction in xor and xnor cells & 0.120 \\
\quad Mux cell area share after synthesis & 0.0140 \\
\quad Synth unique cells & 32 \\
\quad Share of synthesized cell area in and-or and or-and compound cells & 0.203 \\
\quad Count of mapped cells out of synthesis & roughly 94 \\
\multicolumn{2}{l}{\textbf{Worst hold path}} \\
\quad Worst hold path endpoint & clk\_count[1] \\
\quad Path category of the worst min-delay check & register to register \\
\quad Hold Path Cell Cnt & 2 \\
\quad HP Start & clk\_count[1] \\
\multicolumn{2}{l}{\textbf{Floorplanning}} \\
\quad Width of the chip & roughly 100 um \\
\quad Number of core rows & 30 \\
\quad Vertical extent of the die & about 100 um \\
\quad Core utilization at floorplan & 0.117 \\
\quad Area of the chip & 10,800 um2 \\
\quad IO Pins & 13 \\
\quad Core Region & between 6000 and 7000 um2 \\
\multicolumn{2}{l}{\textbf{STA}} \\
\quad Transition time at the pin with the least slew margin & between 0.4 and 0.5 ns \\
\quad Worst slew slack as a fraction of its limit & 0.692 \\
\quad Setup total negative slack & 0 ns \\
\quad Final critical-path setup slack & 1.30 ns \\
\quad Maximum frequency from static timing analysis & approximately 600 MHz \\
\quad Ratio of final minimum period to clock period & 0.568 \\
\quad Total setup violations reported at the end of the flow & 0 \\
\quad Worst-case clock skew & about 0.0012 ns \\
\quad Setup repair after global routing missed its margin & no \\
\quad Worst slack on hold paths & approximately 0.5 ns \\
\quad Clock period minus worst slack & 1.70 ns \\
\quad Count of pins over their slew limit & 0 \\
\quad Number of failing hold endpoints at the final stage & 0 \\
\multicolumn{2}{l}{\textbf{Clock network}} \\
\quad Clock sink total & 12 \\
\quad Clock transition time at the flip-flop clock pins of the worst setup and hold paths & approximately 0.050 ns \\
\quad Hold bufs inserted after CTS & 0 \\
\quad Clock tree from TritonCTS & done \\
\quad Later-pin clock latency in the skew report & 0.23 ns \\
\quad Buffers inserted by post-CTS timing repair & 0 \\
\quad Cell at the root of the clock tree & sky130\_fd\_sc\_hd\_\_clkbuf\_8 \\
\quad Number of buffers created by CTS & 3 \\
\quad Maximum clock path buffer count & 2 \\
\quad Number of instances resized during post-cts repair & 0 \\
\quad Clock H-tree levels & 1 \\
\multicolumn{2}{l}{\textbf{Global routing}} \\
\quad Global Route Usage Sum & 0.0294 \\
\quad First-pass GRT wire length & about 2800 um \\
\quad Via count of the first global-routing pass & around 640 \\
\quad Final global-route overflow total & 0 \\
\quad Maximum number of pins on one net before global-route repair & 13 \\
\quad Initial antenna violation count & 0 \\
\multicolumn{2}{l}{\textbf{Job}} \\
\quad Count of maximum capacitance violations & 0 \\
\quad Number of warnings the tools reported & 30 \\
\multicolumn{2}{l}{\textbf{Cells and area}} \\
\quad Layout Cell Area excl Fill & 1060 um2 \\
\quad Final core area utilization & 0.156 \\
\quad Share of layout cells above drive strength 1 & 0.0566 \\
\quad Number of standard cells in the final layout excluding fillers & between 200 and 250 \\
\quad Area growth from synthesis to layout & 32.8\% \\
\multicolumn{2}{l}{\textbf{Setup path}} \\
\quad Register-to-register path setup slack & $\sim$1.5 ns \\
\quad R2R depth & 6 \\
\quad Type of origin of the critical path & primary input \\
\quad Worst Path Required & $\sim$3.2 ns \\
\quad Worst Setup End Kind & register \\
\quad Critical path class & primary input to register \\
\quad Capture point of the worst reg-to-reg path & bit\_count[3] \\
\quad Startpoint of the most critical register-to-register path & clk\_count[0] \\
\quad CP arrival & 1.88 ns \\
\quad Maximum net fanout on the critical path & 12 \\
\multicolumn{2}{l}{\textbf{Power}} \\
\quad Combinational group share of total power & 0.148 \\
\quad Worst IR Drop VDD & around 140 uV \\
\quad Share of power burned in the clock network & 0.387 \\
\quad Switching Share & 0.213 \\
\quad Sequential Power Share & 0.465 \\
\quad Total Power Consumption & about 380 uW \\
\quad Internal power & around 300 uW \\
\quad Pwr dens & $\sim$360 nW/um2 \\
\quad Psw & 80.9 uW \\
\quad Total leakage power & $\sim$0.35 nW \\
\multicolumn{2}{l}{\textbf{Placement}} \\
\quad Pre-CTS setup slack & about 1.1 ns \\
\quad Input/output buffers & 12 \\
\quad HPWL Detailed & about 1300 um \\
\quad RD Place Congestion & $\sim$0.8 \\
\quad Count of placed standard cells including taps & slightly below 200 \\
\quad Placed instance area & 1020 um2 \\
\hline
\end{tabular}
## final cells by class
type | instances | area [um2]
clock buffer | 4 | 45.0
fill | 775 | 5770
inverter | 8 | 30.0
multi-input combinational | 70 | 499
sequential | 12 | 250
tap | 96 | 120
timing repair buffer | 12 | 120
## logic make-up (layout without fill, tap and decap cells)
family | count (synthesis) | after routing
muxes | 1 | 1
buffers and inverters | 12 | 24
DFF | 12 | 12
xor gates and xnor gates | 11 | 11
and+or+nand+nor | 27 | 27
adders and majority gates | 7 | 7
AOI/OAI and AO/OA | 24 | 24
## cell usage after synthesis, drive strengths merged
library cell	number	area (um2)
a211oi	3	27.5
a21o	1	7.51
a21oi	6	30.0
a221oi	1	8.76
a22oi	3	22.5
a31o	1	8.76
a32oi	1	8.76
and3	1	6.26
and3b	1	10.0
and4b	1	10.0
buf	2	15.0
clkbuf	2	7.51
dfxtp	11	220
edfxtp	1	30.0
ha	7	87.6
inv	8	30.0
mux2	1	11.3
nand2	7	26.3
nand2b	1	6.26
nand3	2	10.0
nand3b	2	15.0
nand4	2	12.5
nor2	8	30.0
nor4	1	6.26
nor4b	1	8.76
o2111ai	1	8.76
o211ai	1	7.51
o21ai	5	25.0
o21bai	1	7.51
xnor2	10	87.6
xor2	1	8.76
## state kept, by name, summed over array words and instances (netlist names)
| signal | count |
|---|---|
| clk_count | 4 |
| bit_count | 4 |
| transmitting | 1 |
| tx | 1 |
| parity_bit | 1 |
| tx_done | 1 |
## power groups by stage
stage	Combinational (mW)	Sequential [mW]	Clock, mW
finish	0.0562	0.176	0.147
global route	0.0624	0.178	0.159
CTS	0.0575	0.176	0.151
## cells in the final DEF (no fill, tap or decap), types with 3 or more instances in the layout
cell | netlist | layout
sky130_fd_sc_hd__dfxtp_1 | 11 | 11
sky130_fd_sc_hd__inv_1 | 8 | 8
sky130_fd_sc_hd__clkdlybuf4s50_1 | 0 | 12
sky130_fd_sc_hd__a22oi_1 | 3 | 3
sky130_fd_sc_hd__a21oi_1 | 6 | 6
sky130_fd_sc_hd__nor2_1 | 8 | 8
sky130_fd_sc_hd__o21ai_0 | 5 | 5
sky130_fd_sc_hd__nand2_1 | 7 | 7
sky130_fd_sc_hd__ha_1 | 7 | 7
sky130_fd_sc_hd__xnor2_1 | 10 | 10
sky130_fd_sc_hd__clkbuf_8 | 0 | 3
## how the worst max path moves through the flow
stage	startpoint	to	slack, ns	depth (start not counted)
after CTS	tx_start	tx_done	1.30	4
after global routing	tx_start	tx_done	1.14	4
final	tx_start	tx_done	1.30	4
## worst max-delay path, cell delays in order
cell and delay (ns):
sky130_fd_sc_hd__clkdlybuf4s50_1 0.64, sky130_fd_sc_hd__nor4b_1 0.40, sky130_fd_sc_hd__nand4_1 0.13, sky130_fd_sc_hd__nor2_1 0.11
## routing by layer
layer  up-vias  GRT usage  wire, um
met5         -          0         0
li1        353          -         -
met3         2    0.00627        56
met1       306     0.0365       796
met2        12     0.0495       730
met4         0    0.00895        55
Power and IR drop assume default switching activity.
