==> flow/design.v <==
module uart_rx(
    input clk_3125,
    input rx,
    output reg [7:0] rx_msg,
    output reg rx_parity,
    output reg rx_complete
    );
reg [3:0] count;
reg [3:0] datacount;
reg [8:0] result;
initial begin
    rx_msg = 0;
	 rx_parity = 0;
    rx_complete = 0;
	 count = 4'b0000;
	 datacount = 4'b0000;
	 result = 9'b00000000;
end
always @ (posedge clk_3125) begin
if(datacount == 4'b0000 && !rx) begin
	rx_complete <= 0; 
	count <= count + 1;
	if(count == 13) begin
		datacount <= datacount + 1;
		count <= 0;
	end
end
else if (datacount > 0 && datacount < 4'b1001) begin
        count <= count + 1;
		  if (count == 12) result <= {rx, result[8:1]};
        if (count == 13) begin
            datacount <= datacount + 1;
            count <= 0;
        end
end
else if (datacount == 4'b1001) begin
	count <= count + 1;
	if (count == 12) result <= {rx, result[8:1]}; 
	if(count == 13) begin
		datacount <= datacount + 1;
		count <= 0;
		if(^result[7:0]!=result[8]) begin
			result <= 9'b111111100; 
			result[8] <= rx; 
		end
	end
end
else if (datacount == 4'b1010) begin
	count <= count + 1;
	if(count == 14) begin
		datacount <= 4'b0000;
		count <= 1; 
		rx_parity <= result[8];
		rx_msg[0] <= result[7];
		rx_msg[1] <= result[6];
		rx_msg[2] <= result[5];
		rx_msg[3] <= result[4];
		rx_msg[4] <= result[3];
		rx_msg[5] <= result[2];
		rx_msg[6] <= result[1];
		rx_msg[7] <= result[0];
		rx_complete <= rx;
	end
end
else count = 0;
end
endmodule
==> flow/run.sh <==
#!/bin/bash
# OpenROAD 26Q1-2900-gdf79404cd8, Yosys 0.63+post, stock flow scripts
make -C /OpenROAD-flow-scripts/flow DESIGN_CONFIG=/design/flow/config.mk WORK_HOME=/design/flow/orfs finish
==> flow/config.mk <==
export PLATFORM = sky130hd
export DESIGN_NAME = uart_rx
export DESIGN_NICKNAME = uart_rx
export VERILOG_FILES = /design/flow/design.v
export SDC_FILE = /design/flow/constraint.sdc
export NUM_CORES = 4
export LEC_CHECK = 1
export CORE_UTILIZATION = 30
==> flow/constraint.sdc <==
current_design uart_rx

set clk_period 3.2
set clk_io_pct 0.2

create_clock -name clk0 -period $clk_period [get_ports {clk_3125}]

set non_clock_inputs [all_inputs -no_clocks]
set_input_delay [expr $clk_period * $clk_io_pct] -clock clk0 $non_clock_inputs
set_output_delay [expr $clk_period * $clk_io_pct] -clock clk0 [all_outputs]
==> PnR_summary.wiki <==
=== Physical design figures ===
{| class="wikitable"
! Metric !! Value
|-
| Crit share post-route || 72.2%
|-
| Die width || roughly 69 µm
|-
| Endpoint arrival time on the critical path || roughly 2.5 ns
|-
| Number of diodes added for antenna fixing || 0
|-
| DP Wirelength || roughly 1500 µm
|-
| Cell Rows || 24
|-
| Chip footprint || ~4800 µm²
|-
| Latest clock arrival within the worst-skew pair || 0.27 ns
|-
| Setup repair bufs after CTS || 0
|-
| Sequential-to-total area share from yosys stat || between 50% and 60%
|-
| Area of the core region || 4350 µm²
|-
| Wire length of the first global-routing pass || 3810 µm
|-
| Maximum number of pins on one net before global-route repair || 17
|-
| WL/cell || between 10 and 15 µm
|-
| Fraction of final layout cells with drive strength greater than 1 || 5.93%
|-
| Area leader, netlist || sky130_fd_sc_hd__edfxtp_1
|-
| Final setup skew || between 0.003 and 0.004 ns
|-
| Tally of yosys warning messages || 1
|-
| Setup violations, final || 0
|-
| Worst setup path category || flip-flop to flip-flop
|-
| Leftover overflow at the end of global routing || 0
|-
| Count of hold-fix buffers inserted at cts || 0
|-
| Residual DRC || 0
|-
| Worst VDD drop || about 0.00048 V
|-
| FMAX || ~430 MHz
|-
| Async S/R FF share, synth || 0%
|-
| Result of the run || finished, final reports clean
|-
| Reported max-cap violation count || 0
|-
| Worst setup EP type || flip-flop
|-
| Summed negative setup slack over all endpoints || 0 ns
|-
| Class of the tightest hold or removal check || flip-flop to flip-flop
|-
| Max-slew violation total from the final report || 0
|-
| Maximum fanout count along the critical path || 14
|-
| #FFs+latches synth || 27
|-
| Netlist area before placement || ~1400 µm²
|-
| LEAKAGE || approximately 0.57 nW
|-
| Synthesized area divided by synthesized cell count || approximately 11 µm²
|-
| Count of buffers inserted at the top-level ports || 11
|-
| Top-area cell share || between 40% and 50%
|-
| Vias per cell || 4.80
|-
| Final Critical Period || approximately 2.3 ns
|-
| Total cells reported by yosys after synthesis || 122
|-
| Number of placed I/O pins || 12
|-
| Slew Limit Headroom || a little under three fifths
|-
| Clock buffers created by TritonCTS || 3
|-
| Startpoint class of the critical path || flip-flop
|-
| Synthesized chip area reported by yosys || 1350 µm²
|-
| Post_cts resized || 0
|-
| Total length of routed wires || roughly 2100 µm
|-
| TritonCTS clock tree || done
|-
| Total number of clock tree sinks || 27
|-
| Power density over cell area || roughly 1000 nW/µm²
|-
| Most used DFF post-synth || sky130_fd_sc_hd__edfxtp_1
|-
| Data required time at the worst endpoint || ~3.4 ns
|-
| Layout area overhead || 16.3%
|-
| Number of buffers on the longest clock path || 2
|-
| Root cell of the clock tree || sky130_fd_sc_hd__clkbuf_8
|-
| Final instance count without filler cells || 187
|-
| Final Wtd Congestion || ~0.80
|-
| Number of antenna violations at the first check in global routing || 0
|-
| Leading post-synthesis cells by cell area || sky130_fd_sc_hd__edfxtp_1, sky130_fd_sc_hd__dfxtp_1, sky130_fd_sc_hd__nand2_1
|-
| Post-Synthesis Cells || between 100 and 150
|-
| Total instance count after detailed placement || roughly 180
|-
| Detailed Routing Iterations Pass 1 || 4
|-
| Clock slew at reported path FFs || 0.09 ns
|-
| DRT antenna net count || 0
|-
| Die extent in y || 69.1 µm
|-
| Vias in the first global route || 850
|-
| Number of distinct library cells after synthesis || 34
|-
| Final design utilization || a little over a third
|-
| DR iter-0 viols || 35
|-
| Number of warning messages in the logs || 29
|-
| Fp_density || between 30% and 40%
|-
| Endpoints failing hold || 0
|-
| RSZ-0062 raised after global routing || false
|-
| GRT Util Overall || about a tenth
|-
| Slew at the pin closest to its max-slew limit || ~0.65 ns
|-
| Smallest hold slack || between 0.5 and 0.6 ns
|-
| Routed vias || between 800 and 900
|-
| Post-synth EDFFs || 22
|-
| Synth cell count leaders || sky130_fd_sc_hd__edfxtp_1, sky130_fd_sc_hd__nand2_1, sky130_fd_sc_hd__nor2_1, sky130_fd_sc_hd__nand3_1, sky130_fd_sc_hd__xnor2_1
|-
| CTS HTree Levels || 1
|}
[cell families after synthesis]
logic type / after synthesis / synth area share [%]
simple gates: 54 / 18.8
flops: 27 / 56.3
compound gates: 19 / 10.6
xor+xnor: 9 / 6.86
buf+inv: 7 / 1.95
fa+ha+maj: 5 / 4.63
mux: 1 / 0.834
[stage by stage]
stage	area [µm²]	power (W)	setup slack [ns]
2_1_floorplan	1350	0.00122	1.17
3_3_place_gp	1520	0.00133	0.911
3_5_place_dp	1520	0.00135	0.882
4_1_cts	1570	0.00155	0.867
5_1_grt	1570	0.00166	0.652
6_report	1570	0.00154	0.889
[final timing paths]
path | startpoint | end | slack [ns] | cells past startpoint
setup / recovery | datacount[0] | count[1] | 0.89 | 7
hold / removal | rx_complete | rx_complete | 0.50 | 1
setup reg to reg | datacount[0] | count[1] | 0.89 | 7
hold reg to reg | rx_complete | rx_complete | 0.50 | 1
[state kept, by name, summed over array words and instances (netlist names)]
name and count:
rx_complete 1, count 4, datacount 4, rx_parity 1
rx_msg 8, result 9
[cell type report]
cell class	instances	area, µm²
multi-input cells	88	563
inverters	4	15.0
repair buffers	12	118
well taps	52	65.1
flip-flops and latches	27	761
fillers	416	2780
clock inverters	1	7.51
clock buffers	3	41.3
[metal layers]
layer | wire length (µm) | vias up | share of wire [%] | global-route usage, %
met3 | 96 | 2 | 4.5 | 3.41
li1 | - | 458 | - | -
met4 | 15 | 0 | 0.70 | 0.907
met5 | 0 | - | 0 | 0
met2 | 993 | 18 | 46 | 15.6
met1 | 1040 | 420 | 48 | 14.8
[placed cells by master (no fill, tap or decap), types with 2 or more instances in the layout]
cell type,n
sky130_fd_sc_hd__nand2b_1,3
sky130_fd_sc_hd__clkbuf_8,3
sky130_fd_sc_hd__nor2_1,12
sky130_fd_sc_hd__a21oi_1,4
sky130_fd_sc_hd__clkdlybuf4s50_1,11
sky130_fd_sc_hd__ha_1,5
sky130_fd_sc_hd__xnor2_1,6
sky130_fd_sc_hd__a21boi_0,2
sky130_fd_sc_hd__edfxtp_1,22
sky130_fd_sc_hd__nor3_1,3
sky130_fd_sc_hd__o22a_1,2
sky130_fd_sc_hd__inv_1,4
sky130_fd_sc_hd__nand3_1,7
sky130_fd_sc_hd__dfxtp_1,5
sky130_fd_sc_hd__o21bai_1,2
sky130_fd_sc_hd__xor2_1,2
sky130_fd_sc_hd__nor2b_1,2
sky130_fd_sc_hd__nand2_1,22
[report_power, final]
| part | internal, W | switching, W |
|---|---|---|
| clock network | 0.0000884 | 0.000107 |
| registers | 0.000574 | 0.000147 |
| logic | 0.000297 | 0.000324 |
[critical path, stage by stage (launching register included)]
cell	delay, ns
sky130_fd_sc_hd__edfxtp_1	0.44
sky130_fd_sc_hd__inv_1	0.10
sky130_fd_sc_hd__ha_1	0.21
sky130_fd_sc_hd__nor2b_1	0.15
sky130_fd_sc_hd__o22ai_2	0.54
sky130_fd_sc_hd__nor2_1	0.29
sky130_fd_sc_hd__o21bai_1	0.18
sky130_fd_sc_hd__a2bb2o_1	0.28
Power and IR drop assume default switching activity.
